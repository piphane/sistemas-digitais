<file path="flow/config.mk">
export PLATFORM = sky130hd
export DESIGN_NAME = piscaled
export DESIGN_NICKNAME = piscaled
export VERILOG_FILES = /design/flow/design.v
export SDC_FILE = /design/flow/constraint.sdc
export NUM_CORES = 4
export LEC_CHECK = 1
export CORE_AREA = 10 10 70 70
export DIE_AREA = 0 0 80 80
</file>
<file path="flow/constraint.sdc">
current_design piscaled

set clk_period 1.0
set clk_io_pct 0.2

create_clock -name clk0 -period $clk_period [get_ports {CLOCK_50}]

set non_clock_inputs [all_inputs -no_clocks]
set_input_delay [expr $clk_period * $clk_io_pct] -clock clk0 $non_clock_inputs
set_output_delay [expr $clk_period * $clk_io_pct] -clock clk0 [all_outputs]
</file>
<file path="flow/design.v">
module piscaled(
	input [0:0] KEY,
	input CLOCK_50,
	output reg [7:0] LEDG
);
always @(posedge CLOCK_50)begin
	if(KEY [0]==1)begin
		LEDG <= 8'hAA;
	end else begin 
		LEDG <= ~LEDG;
	end
end
endmodule
</file>
<file path="flow/run.sh">
#!/bin/bash
# OpenROAD 26Q1-2900-gdf79404cd8, Yosys 0.63+post, stock flow scripts
make -C /OpenROAD-flow-scripts/flow DESIGN_CONFIG=/design/flow/config.mk WORK_HOME=/design/flow/orfs finish
</file>
==> flow_metrics.tcl <==
# implementation run metrics
set metrics [dict create \
    run_status "finished, final reports clean" \
    vias 149 \
    die.size.y_um 80 \
    numPortBuffers 9 \
    layoutNonFillerInstCount 79 \
    max_reg_flops 8 \
    worst-slew-pin-transition_ps 244 \
    syn-instance-count 16 \
    clock.latency.late_pin_ps 240 \
    route.detailed.vias_per_inst 1.89 \
    synth.top_cell.area_share_pct 80.0 \
    hold_depth 1 \
    final-setup-viol-count 0 \
    dp.cells 71 \
    grt_max_degree 9 \
    number_of_antenna_violations_at_the_first_check_in_global_routing 0 \
    globalRouteMet1Util_pct 1.93 \
    grt.met2_usage_pct 1.93 \
    ys_sh_simple_pct 20.0 \
    critical_path_buf_inv_count 1 \
    largest_area_cell "sky130_fd_sc_hd__dfxtp_1" \
    syn_std_cell_area_um2 200 \
    synthXorXnorAreaFrac_pct 0 \
    tritoncts "done" \
    fmax_ghz 1.07 \
    first_global_vias 192 \
    largestRegisters "LEDG (8)" \
    top_usage_layer "met3" \
    synth-adder-area-share_pct 0 \
    flop_cell "sky130_fd_sc_hd__dfxtp_1" \
    synth-area-yosys_um2 200 \
    log.warning_count 25 \
    clk_root_buffer_cell "sky130_fd_sc_hd__clkbuf_4" \
    synth_async_sr_flop_share_pct 0 \
    timing.final.crit_share_pct 93.4 \
    max_flop_register "LEDG" \
    worst_ep_arrival_time_ps 730 \
    yosys.area_share.aoi_pct 0 \
    detailedRoute.firstIterationViolations 1 \
    drc 0 \
    number_of_pins_with_negative_max_slew_slack_in_the_final_report 0 \
    slew-limit-headroom_pct 83.7 \
    p_leak_nw 0.164 \
    cts_bufs_inserted 3 \
    antenna_left 0 \
    crit_type "register to output pin" \
    placement_rows 21 \
    critical-path-top-delay-family "flip-flops" \
    post-synth-top-count-cell "sky130_fd_sc_hd__dfxtp_1" \
    gp_congestion 0.673 \
    fillerInstances 397 \
    finalHoldWorstSlack_ps 392 \
    final_period_minus_worst_setup_slack_ps 934 \
    edf_count 0 \
    holdCritPathClass "register to register" \
    worst_r2r_endpoint "LEDG[3]" \
    crit_path_start_kind "register" \
    routed_wl_um 473 \
    worst_r2r_start "LEDG[3]" \
    setup.worst_path.end_class "output pin" \
    worstPathCellList "clkdlybuf4s15_1" \
    synth_flops 8 \
    syn_avg_cell_area_um2 12.5 \
    die_w_um 80 \
    clk_pin_slew_worst_paths_ps 50 \
    layout-drive-gt1-share_pct 51.5 \
    hold_path_end "LEDG[0]" \
    power.total_mw 0.651 \
    cts_sinks 8 \
    report.final.hold_viol_count 0 \
    flop_to_flop_setup_slack_ps 340 \
    grt_overflow 0 \
    r2r.worst_path.cells 3 \
    yosys_cells 16 \
    post_synthesis_sequential_area_ratio_pct 80.0 \
    worst_clock_skew_ps 0 \
    gr-usage-met3_pct 2.95 \
    ctsHtreeMaxLevel 1 \
    drt-wirelength-per-cell_um 5.99 \
    design.die.area_um2 6400 \
    num_antenna_cells 0 \
    ir_drop_v 0.000772 \
    area_leaders "sky130_fd_sc_hd__dfxtp_1 (80%), sky130_fd_sc_hd__nand2b_1 (13%), sky130_fd_sc_hd__nor2_1 (7.5%)" \
    yosys-mux-area-fraction_pct 0 \
    fp_util_pct 5.86 \
    num_io_pins 10 \
    count_of_different_cell_masters_after_synthesis 3 \
    grt.total_usage_pct 1.85 \
    drv_cap 0 \
    cellPowerDensity_nw_per_um2 1580 \
    yosys-top-cells-count "sky130_fd_sc_hd__dfxtp_1 (8), sky130_fd_sc_hd__nand2b_1 (4), sky130_fd_sc_hd__nor2_1 (4)" \
    drtPass1Iterations 2 \
    worst-endpoint-required_ps 800 \
    unrepaired_setup_endpoints_after_global_routing "no" \
    yosys_warnings 1 \
    timing.critical_path.fanout_max 2 \
    timing.critical_path.slowest_cell_delay_ps 320 \
    grt_first_pass_wirelength_um 876 \
    clockBufferDepth 2 \
    cp_slowest_cell "sky130_fd_sc_hd__dfxtp_2" \
    syn_to_final_growth_pct 106 \
    core_area_um2 3420 \
    place_hpwl_um 351 \
    synthTopLogicFamily "simple AND/OR/NAND/NOR gates" \
    worst_hold_startpoint "LEDG[0]" \
]
## power breakdown
part	internal, mW	total, mW	leakage, nW	switching (mW)
clock network	0.136	0.228	0.0138	0.0917
logic	0.0499	0.0659	0.0825	0.0159
registers	0.347	0.357	0.0672	0.0102
total	0.533	0.651	0.164	0.118
## area by class of cell
cell class	instances	area, µm²	share of cell area [%]
tap	46	57.6	13.9
multi-input combinational	8	40.0	9.70
clock buffer	3	22.5	5.45
timing repair buffer	14	123	29.7
sequential	8	170	41.2
## kinds of logic after synthesis
kind of cell	Yosys count
flip-flops	8
AND/OR/NAND/NOR	8
## metrics by stage
step	instance area, µm²	setup TNS (ps)	setup WS (ps)	utilization (%)
final	413	0	65.7	12.1
after global routing	413	0	3.63	12.1
after CTS	405	0	6.21	11.9
after detailed placement	348	-244	-52.9	10.2
after global placement	348	-177	-44.8	10.2
after floorplan	200	0	519	-
## worst max path at each step
stage	depth (start not counted)	slack, ps	endpoint	startpoint
global route	1	4	LEDG[6]	LEDG[6]
finish	1	70	LEDG[2]	LEDG[2]
CTS	1	6	LEDG[5]	LEDG[5]
## placed cells by master, fill, tap and decap left out
master	count
sky130_fd_sc_hd__dfxtp_2	8
sky130_fd_sc_hd__nand2b_1	4
sky130_fd_sc_hd__buf_4	5
sky130_fd_sc_hd__clkdlybuf4s50_1	1
sky130_fd_sc_hd__nor2_1	4
sky130_fd_sc_hd__clkdlybuf4s15_1	7
sky130_fd_sc_hd__clkbuf_2	1
sky130_fd_sc_hd__clkbuf_4	3
## per-layer routing
| layer | vias to the layer above | wire, µm |
|---|---|---|
| met1 | 56 | 228 |
| met5 | - | 0 |
| met4 | 0 | 0 |
| met3 | 0 | 133 |
| met2 | 10 | 111 |
| li1 | 83 | - |
## timing repair
| item | 4_1_cts | 5_1_grt |
|---|---|---|
| hold buffers | 0 | 0 |
| gates resized | 20 | 5 |
| endpoints found under the setup margin | 8 | 5 |
| buffers inserted | 4 | 1 |
Power and IR drop assume default switching activity.
