### flow/run.sh
#!/bin/bash
# OpenROAD 26Q1-2900-gdf79404cd8, Yosys 0.63+post, stock flow scripts
make -C /OpenROAD-flow-scripts/flow DESIGN_CONFIG=/design/flow/config.mk WORK_HOME=/design/flow/orfs finish
### flow/config.mk
export PLATFORM = sky130hd
export DESIGN_NAME = trab0
export DESIGN_NICKNAME = trab0
export VERILOG_FILES = /design/flow/design.v
export SDC_FILE = /design/flow/constraint.sdc
export NUM_CORES = 4
export LEC_CHECK = 1
export CORE_AREA = 10 10 70 70
export DIE_AREA = 0 0 80 80
### flow/constraint.sdc
current_design trab0

set clk_period 1.0
set clk_io_pct 0.2

create_clock -name clk0 -period $clk_period [get_ports {CLOCK_50}]

set non_clock_inputs [all_inputs -no_clocks]
set_input_delay [expr $clk_period * $clk_io_pct] -clock clk0 $non_clock_inputs
set_output_delay [expr $clk_period * $clk_io_pct] -clock clk0 [all_outputs]
### flow/design.v
module trab0(
	input [0:5] SW,
	input [0:1] KEY,
	input CLOCK_50,
	output reg [0:7] HEX0,
	output reg [0:7] HEX1,
	output reg [0:7] HEX2,
	output reg [0:7] HEX3
);
	always @(posedge CLOCK_50) begin
		if ( SW[0] == 1) begin  
			HEX0[0] <= 0;
			HEX0[1] <= 0;
			HEX0[2] <= 0;
			HEX0[3] <= 1;
			HEX0[4] <= 0;
			HEX0[5] <= 0;
			HEX0[6] <= 0;
			if (SW[3] == 1) begin  
				HEX0[0] <= 0;
				HEX0[1] <= 1;
				HEX0[2] <= 1;
				HEX0[3] <= 0;
				HEX0[4] <= 0;
				HEX0[5] <= 0;
				HEX0[6] <= 0;
			end
			if (SW[1] == 1) begin  
				HEX0[0] <= 0;
				HEX0[1] <= 1;
				HEX0[2] <= 1;
				HEX0[3] <= 0;
				HEX0[4] <= 0;
				HEX0[5] <= 0;
				HEX0[6] <= 1;
				if (SW[2] == 1) begin  
					HEX0[0] <= 0;
					HEX0[1] <= 1;
					HEX0[2] <= 1;
					HEX0[3] <= 1;
					HEX0[4] <= 0;
					HEX0[5] <= 0;
					HEX0[6] <= 0;
				end
				if (SW[3] == 1) begin  
					HEX0[0] <= 0;
					HEX0[1] <= 0;
					HEX0[2] <= 0;
					HEX0[3] <= 0;
					HEX0[4] <= 0;
					HEX0[5] <= 0;
					HEX0[6] <= 1;
				end
			end	
			else if (SW[2] == 1) begin  
				HEX0[0] <= 0;
				HEX0[1] <= 0;
				HEX0[2] <= 0;
				HEX0[3] <= 0;
				HEX0[4] <= 0;
				HEX0[5] <= 0;
				HEX0[6] <= 0;
			end	
		end
		else begin
			HEX0[0] <= 1;
			HEX0[1] <= 1;
			HEX0[2] <= 1;
			HEX0[3] <= 1;
			HEX0[4] <= 1;
			HEX0[5] <= 1;
			HEX0[6] <= 1;
			HEX1[0] <= 1;
			HEX1[1] <= 1;
			HEX1[2] <= 1;
			HEX1[3] <= 1;
			HEX1[4] <= 1;
			HEX1[5] <= 1;
			HEX1[6] <= 1;
			HEX2[0] <= 1;
			HEX2[1] <= 1;
			HEX2[2] <= 1;
			HEX2[3] <= 1;
			HEX2[4] <= 1;
			HEX2[5] <= 1;
			HEX2[6] <= 1;
			HEX3[0] <= 1;
			HEX3[1] <= 1;
			HEX3[2] <= 1;
			HEX3[3] <= 1;
			HEX3[4] <= 1;
			HEX3[5] <= 1;
			HEX3[6] <= 1;
		end
	end
endmodule
==> job_summary.md <==
### Flow metrics

| Metric | Value |
|---|---|
| Status | completed |
| Maximum Capacitance Violations | 0 |
| Max FFs per register | 4 |
| Synth top area share | 0.602 |
| Synthesized area | 349 um2 |
| Worst-path maximum fanout | 3 |
| Most used logic cell in the final layout | conb_1 |
| Setup CP Type | input pin to flip-flop |
| Die width | 80 um |
| Clock root cell | clkbuf_4 |
| Diode count | 0 |
| CTS clk-pin slew, worst paths | 40 ps |
| Top Registers | HEX0 x4 |
| Storage cell area | 82.6 um2 |
| Largest reg by FF count | HEX0 |
| 1st-pass router iterations | 4 |
| Floorplan utilization | 0.102 |
| Critical Path Source Type | input pin |
| Clock sink total | 4 |
| GPL Wtd Cong | 0.708 |
| Final setup fails | 0 |
| Inserted Clock Buffers | 3 |
| Worst EP required | 1140 ps |
| Fin Setup TNS | 0 ps |
| Layout cells sized above 1 | 0.218 |
| Yosys Instances | 42 |
| Avg Cell Area, Syn | 8.31 um2 |
| Top Layout Cells | conb_1, clkdlybuf4s50_1, dlygate4sd2_1, clkbuf_4, buf_4 |
| Site Rows | 21 |
| Peak supply drop | 159 uV |
| Logic area | 138 um2 |
| Core Footprint | 3420 um2 |
| Yosys stat area | 349 um2 |
| Drt drc | 0 |
| Chip area | 6400 um2 |
| Cell type with the largest total area | buf_4 |
| Max Clock Freq | 1.01 GHz |
| P&R area growth vs syn | 25.1% |
| Vias | 214 |
| Crit path DAT | 1130 ps |
| Tool warnings | 30 |
| Initial antenna violation count | 0 |
| FF+latch count, synth | 4 |
| Slew Viols, Final | 0 |
| CTS H-Tree Depth | 1 |
| CTS tree | built |
| Cells after Synth | 42 |
| Worst setup endpoint | HEX0[1]$_SDFF_PN1_ |
| Critical Path Sink Type | flip-flop |
| Vias per inst | 2.12 |
| Vias in the first global route | 258 |
| Pin count of the biggest net entering global routing | 5 |
| Leakage | 0.000220 uW |
| I/O pin total | 41 |
| CTS Hold Bufs | 0 |
| Routed length per placed instance | 7.18 um |
| Port-buffer cells | 11 |
| Worst hold path class | input pin to flip-flop |
| Final hold violation count | 0 |
| Post-Route Utilization | 0.128 |
| Distinct lib cells used | 9 |
| CP startpoint | SW[3] |
| Placed insts | 97 |
| Total GRT Usage | 0.0183 |
| Layout Cells excl Fill | 101 |
| Sequential share of the synthesized area | 0.229 |
| Yosys warning tally | 5 |
| Crit share post-route | 0.989 |
| Post-DP HPWL | 665 um |
| Clk buf depth | 2 |
| Main area contributors | buf_4, dfxtp_1, o21ai_0, and2b_2, or3b_1 |
| FILL cells | 414 |
| First-pass GRT wire length | 993 um |
| RSZ-0062 raised after global routing | no |
| First DRT Iteration DRCs | 3 |
| Detail Route Antenna Nets | 0 |
| Gr ovfl total | 0 |
| Die height | 80 um |
| Minimum clock period | 989 ps |
| Power per cell area | 1010 nW/um2 |
| WL final | 725 um |
cell usage after synthesis:
library cell   n
buf_4         28
dfxtp_1        4
conb_1         2
inv_1          2
o21ai_0        2
and2b_2        1
o211ai_1       1
or3b_1         1
xor2_1         1
layout make-up:
class | instances | share of cell area
multi-input cells | 31 | 0.315
repair buffers | 15 | 0.295
flip-flops and latches | 4 | 0.189
well taps | 46 | 0.132
clock buffers | 3 | 0.0516
inverters | 2 | 0.0172
cells by family after synthesis:
kind of cell | after synthesis | synth area share
simple gates | 2 | 0.0502
compound gates | 3 | 0.0502
other cells | 2 | 0.0215
buf+inv | 30 | 0.624
xor+xnor | 1 | 0.0251
flops | 4 | 0.229
stage by stage:
stage                     setup slack (ps)  power (uW)  cell area [um2]  hold WS [ps]
final                                 10.9         441              437           526
after global routing                  2.94         486              437           545
after CTS                             -102         457              439           519
after detailed placement              -232         260              415           762
after global placement                -231         260              415           755
after floorplan                        296         263              435           257
worst min path at each step:
| stage | startpoint | endpoint | slack, ps | cells past startpoint |
|---|---|---|---|---|
| CTS | SW[0] | HEX0[4]$_DFF_P_ | 520 | 2 |
| global route | SW[0] | HEX0[4]$_DFF_P_ | 540 | 2 |
| finish | SW[0] | HEX0[4]$_DFF_P_ | 530 | 2 |
what timing repair did:
item                       4_1_cts  5_1_grt
setup endpoints to repair        7        3
setup buffers                    1        0
resized                          9        6
pin swaps                        0        0
power breakdown:
group | leakage (uW) | internal [uW] | switching, uW
clock | 0.0000138 | 134 | 61.6
sequential | 0.0000335 | 173 | 3.12
combinational | 0.000173 | 47.4 | 22.9
total | 0.000220 | 354 | 87.6
layer usage:
metal	vias up	global-route usage	wire length [um]	part of all wire
met5	-	0	0	0
met4	0	0.00704	0	0
met3	0	0.00909	92	0.13
met2	22	0.0313	350	0.48
met1	92	0.0186	283	0.39
li1	100	-	-	-
critical path, cell delays in order:
cell,delay (ps)
clkdlybuf4s50_1,480
or3b_1,350
o211ai_1,100
Power is estimated from default activity; no workload was simulated.
