===== ./config.mk =====
export PLATFORM = sky130hd
export DESIGN_NAME = trab2
export DESIGN_NICKNAME = trab2
export VERILOG_FILES = /design/flow/design.v
export SDC_FILE = /design/flow/constraint.sdc
export NUM_CORES = 4
export LEC_CHECK = 1
export CORE_UTILIZATION = 50

===== ./constraint.sdc =====
current_design trab2

set clk_period 3.3
set clk_io_pct 0.2

create_clock -name clk0 -period $clk_period [get_ports {CLOCK_50}]

set non_clock_inputs [all_inputs -no_clocks]
set_input_delay [expr $clk_period * $clk_io_pct] -clock clk0 $non_clock_inputs
set_output_delay [expr $clk_period * $clk_io_pct] -clock clk0 [all_outputs]

===== ./design.v =====
module trab2(
	input [0:3] KEY,
	input [0:9] SW,
	input CLOCK_50,
	output reg [7:0] LEDG
);
reg d;
reg [25:0] s;
reg [25:0] limite;
always @(posedge CLOCK_50) begin
	if ( SW[0] == 1) begin
		limite <= 10000000;
	end
	else if ( SW[1] == 1) begin
		limite <= 9000000;
	end
	else if ( SW[2] == 1) begin
		limite <= 8000000;
	end
	else if ( SW[3] == 1) begin
		limite <= 7000000;
	end
	else if ( SW[4] == 1) begin
		limite <= 6000000;
	end
	else if ( SW[5] == 1) begin
		limite <= 5000000;
	end
	else if ( SW[6] == 1) begin
		limite <= 4000000;
	end
	else if ( SW[7] == 1) begin
		limite <= 3000000;
	end
	else if ( SW[8] == 1) begin
		limite <= 2000000;
	end
	else if ( SW[9] == 1) begin
		limite <= 1000000;
	end
	else begin
		limite <= 11000000;
	end
	if (KEY[0] == 0) begin
		s <= 0;
		d <= 0;
		LEDG <= 1;
	end
	else begin
		if (s == limite) begin
			if (d == 0) begin
				LEDG <= LEDG * 2;
			end
			else begin
				LEDG <= LEDG / 2;
			end
			if (LEDG[6] == 1) d<=1;
				else if (LEDG[1] == 1) d<=0;
					s <= 0;
				end 
			else begin
				s <= s + 1;
			end
		end
	end
endmodule

===== ./run.sh =====
#!/bin/bash
# OpenROAD 26Q1-2900-gdf79404cd8, Yosys 0.63+post, stock flow scripts
make -C /OpenROAD-flow-scripts/flow DESIGN_CONFIG=/design/flow/config.mk WORK_HOME=/design/flow/orfs finish

==> out/metrics.cfg <==
[grt]
grt_first_pass_wirelength_mm=6.906
grt_pass1_vias=1553
grtUsageTotal=0.1769
antenna_found_initial=0
grt.overflow.total=0
grt_max_degree=26

[clock_tree]
root_buffer=clkbuf_8
insertion_delay_ns=0.29
cts_resized=0
cts_sinks=50
clockBufferDepth=2
hold_buffers=0
post_cts_buffers=0
ctsHtreeMaxLevel=2
clkTransAtPathRegs_ns=0.08
cts_tree=done
numCtsBuffers=5

[pwr]
seqPwrFrac=0.613
p_int_w=0.0007960
p_per_area_nw_per_um2=390.1
totalPowerFinal_w=0.001019
p_comb_frac=0.069
clock_power_share=0.318
vdd_ir_drop_max_mv=0.2026
p_sw_w=0.0002226
leakagePower_nw=0.9609
switching_share=0.2186

[synthesis]
ys_types=41
synth_warnings=1
yosys_area_sq_um=2322
avgSynthCellArea_sq_um=8.966
synth_area_sq_um=2322
syn-instance-count=259
seq_area_frac_synth=0.4310
postSynth.asyncResetShare=0
ys.flop_type=dfxtp_1
ys_cells=259
synth-seq-cells=50
edf_count=0

[worst_setup_path]
regToRegStartpoint=s[0]
cp_num_buf_inv=1
cp-start-kind=register
cp.arrival_ns=2.23
critPathSlowestCell=dfxtp_1
crit_required_ns=3.49
path_delay_family=simple AND/OR/NAND/NOR gates
slowest_delay_ns=0.36
cp-end-kind=register
crit_chain=inv_1 > ha_1 > nor4b_1 > o211ai_1 > nor2_1 > nand2_1 > and3_1
cp_max_fo=9
critical_path_class=reg -> reg
startpoint=s[0]

[layout]
layout_top_cells=50 x dfxtp_1, 36 x nor2_1, 21 x nand2_1, 20 x xor2_1, 19 x clkdlybuf4s50_1
mi_logic_area_sq_um=1256
regArea_sq_um=1001
final_area_sq_um=2611
drive_gt1_frac=0.07273
layout_top_cell=dfxtp_1
nFillCells=384
areaGrowthSynthToFinish_pct=12.45

[routing]
final_antenna_net_count=0
num_antenna_cells=0
num_vias=1735
wl_per_cell_um=12.81
drt_iter0_markers=61
remaining_drc_errors=0
totalWireLength_mm=4.190
first_pass_iters=4
post_drt_via_cell_ratio=5.306

[sta]
period_needed_ns=2.035
drv_slew=0
rsz0062_at_grt=no
max_freq_mhz=491.4
relSlewSlack=0.5330
finalClockPeriodUsage=0.6167
setup_viol=0
final.setup_skew_ns=0.008496
hold_viol=0
fin_tns_setup_ns=0
worst_pin_slew_ns=0.6952
hold_slack_ns=0.4750

[die]
initCoreUtil=0.5261
pin_count=23
coreArea_sq_um=4414
die_w_um=70.15
core.rowCount=24
die_y_um=70.15
dieArea_sq_um=4921

[placement]
io_buffers=19
placed_area_sq_um=2535
dp_hpwl_mm=3.015
gp_congestion=0.8213

[job]
cap_viol_max_count=0
warnings=30

[outcome]
status=finished, final reports clean

[min_path]
hold_class=reg -> reg
min_from=LEDG[7]

[registers in the layout (all words and copies together), names as in the netlist]
signal and count:
s 26, limite 15, LEDG 8, d 1
[through the flow]
stage | std cells | utilization | setup slack (ns)
floorplan | 259 | - | 1.545
global placement | 320 | 0.5743 | 0.9749
detailed placement | 320 | 0.5743 | 0.9729
CTS | 327 | 0.5916 | 1.234
global route | 327 | 0.5916 | 1.100
finish | 327 | 0.5916 | 1.265
[layer usage]
metal | up-vias | GRT usage | share of wire
met4 | 0 | 0.02444 | 0.014
li1 | 922 | - | -
met5 | - | 0 | 0
met2 | 26 | 0.2821 | 0.44
met1 | 781 | 0.2690 | 0.51
met3 | 6 | 0.02920 | 0.029
[area by class of cell]
cell class              count  area share
well taps                  52     0.02492
clock buffers               7     0.02923
repair buffers             19     0.07283
multi-input cells         193      0.4811
flip-flops and latches     50      0.3833
inverters                   6    0.008625
[tightest hold or removal path: stages (launching register included)]
cell and delay (ns):
dfxtp_1 0.32, nand2_1 0.05, mux2i_1 0.05
[worst paths after layout]
path	endpoint	depth (start not counted)	slack [ns]
worst min register to register	LEDG[7]	2	0.48
worst min-delay path	LEDG[7]	2	0.48
worst max register to register	s[1]	7	1.27
worst max-delay path	s[1]	7	1.27
[Yosys cell counts, types with 2 or more instances]
cell type  instances  area share
nor3_1             5       0.011
xor2_1            20       0.075
clkbuf_1           6      0.0097
nand2_1           21       0.034
nand3_1           12       0.026
o21bai_1           2      0.0065
o31ai_1            2      0.0065
and3_1             5       0.013
ha_1               2       0.011
nand3b_1           2      0.0065
xnor2_1           18       0.068
buf_2              4      0.0086
o21ba_2            2      0.0086
or3_1              2      0.0054
mux2_2             6       0.029
nor4_1             5       0.013
nand2b_1           5       0.013
a21boi_0           2      0.0065
o21ai_0            4      0.0086
inv_1              5      0.0081
dfxtp_1           50        0.43
nand4_1           13       0.035
a21oi_1            7       0.015
mux2i_1            7       0.030
nor2_1            36       0.058
[power groups by stage]
stage	clock [W]	sequential, W	combinational, W
4_1_cts	0.000341	0.000624	0.0000714
5_1_grt	0.000363	0.000626	0.0000784
6_report	0.000324	0.000624	0.0000707
[cells by family after synthesis]
| kind of cell | synth area share |
|---|---|
| compound gates | 0.07435 |
| buf+inv | 0.02802 |
| xor+xnor | 0.1433 |
| simple gates | 0.2532 |
| fa+ha+maj | 0.01077 |
| flops | 0.4310 |
| mux | 0.05927 |
